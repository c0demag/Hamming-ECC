===== flow/config.mk =====
export PLATFORM = sky130hd
export DESIGN_NAME = top_module
export DESIGN_NICKNAME = top_module
export VERILOG_FILES = /design/flow/design.v
export SDC_FILE = /design/flow/constraint.sdc
export NUM_CORES = 4
export LEC_CHECK = 1
export CORE_AREA = 10 10 70 70
export DIE_AREA = 0 0 80 80

===== flow/constraint.sdc =====
current_design top_module

set clk_period 1.9
set clk_io_pct 0.2

create_clock -name clk0 -period $clk_period

set non_clock_inputs [all_inputs -no_clocks]
set_input_delay [expr $clk_period * $clk_io_pct] -clock clk0 $non_clock_inputs
set_output_delay [expr $clk_period * $clk_io_pct] -clock clk0 [all_outputs]

===== flow/design.v =====
module ecc_dec #(
  parameter K       = 8,  
  parameter LATENCY = 0,  
  parameter P0_LSB  = 1,  
  parameter m = calculate_m(K),
  parameter n = m + K
)
(
  input              rst_ni,      
  input              clk_i,       
  input              clkena_i,    
  input      [n  :0] d_i,         
  output reg [K-1:0] q_o,         
  output reg [m  :0] syndrome_o,  
  output reg         sb_err_o,    
  output reg         db_err_o,    
  output reg         sb_fix_o     
);
function integer calculate_m;
  input integer k;
  integer m;
begin
  m=1;
  while (2**m < m+k+1) m++;
  calculate_m = m;
end
endfunction  
function [m:1] calculate_syndrome;
  input [n:0] cw;
  integer p_idx, cw_idx;
begin
    calculate_syndrome = 0;
    for (p_idx =1; p_idx <=m; p_idx++)   
    for (cw_idx=1; cw_idx<=n; cw_idx++)  
      if (|(2**(p_idx-1) & cw_idx)) calculate_syndrome[p_idx] = calculate_syndrome[p_idx] ^ cw[cw_idx];
end
endfunction  
function [n:0] correct_codeword;
  input [n:0] cw;
  input [m:1] syndrome;
begin
    correct_codeword = cw;
    correct_codeword[syndrome] = ~correct_codeword[syndrome];
end
endfunction  
function [K-1:0] extract_q;
  input [n:0] cw;
  integer bit_idx, cw_idx;
begin
    bit_idx=0;  
    for (cw_idx=1; cw_idx<=n; cw_idx++) begin  
      if (2**$clog2(cw_idx) != cw_idx) begin
        extract_q[bit_idx] = cw[cw_idx];
        bit_idx += 1;
      end
    end
end
endfunction  
function information_error;
  input [m:1] syndrome;
  integer i;
  reg   [n:0] tmp;
begin
    tmp = 0;
    for (i=1; i<n; i++)
    begin
       if ( (i == syndrome) && (i != 2**$clog2(i-1)) ) tmp[i] = 1'b1;
    end
    information_error = |tmp;
end
endfunction  
wire          parity;       
logic         parity_reg;
wire  [m  :1] syndrome;     
logic [m  :1] syndrome_reg;
wire  [n  :0] cw_fixed;     
wire  [n  :0] d;
logic [n  :0] d_reg;
wire  [K-1:0] q;
wire          sb_err;
wire          db_err;
wire          sb_fix;
assign d = P0_LSB ? d_i : {d_i[n-1:0],d_i[n]};
assign parity = ^d;
assign syndrome = calculate_syndrome(d);
generate
  if (LATENCY > 1)
  begin
      always @(posedge clk_i or negedge rst_ni)
        if (!rst_ni)
        begin
            d_reg        <= {n+1{1'b0}};
            parity_reg   <= 1'b0;
            syndrome_reg <= {m{1'b0}};
        end
        else if (clkena_i)
        begin
            d_reg        <= d;
            parity_reg   <= parity;
            syndrome_reg <= syndrome;
        end
  end
  else
  begin
      assign d_reg        = d;
      assign parity_reg   = parity;
      assign syndrome_reg = syndrome;
  end
endgenerate
assign cw_fixed = correct_codeword(d_reg, syndrome_reg); 
assign q = extract_q(cw_fixed);
assign sb_err =  parity_reg & |syndrome_reg;
assign db_err = ~parity_reg & |syndrome_reg;
assign sb_fix =  parity_reg & |information_error(syndrome_reg);
generate
  if (LATENCY > 0)  
  begin  
      always @(posedge clk_i or negedge rst_ni)
        if (!rst_ni)
        begin
            q_o        <= {K{1'b0}};
            syndrome_o <= {m+1{1'b0}};
            sb_err_o   <= 1'b0;
            db_err_o   <= 1'b0;
            sb_fix_o   <= 1'b0;
        end
        else if (clkena_i)
        begin
            q_o        <= q;
            syndrome_o <= P0_LSB ? {syndrome_reg, parity_reg} : {parity_reg, syndrome_reg};
            sb_err_o   <= sb_err;
            db_err_o   <= db_err;
            sb_fix_o   <= sb_fix;
        end
  end
  else
  begin  
      always_comb
      begin
          q_o        = q;
          syndrome_o = P0_LSB ? {syndrome_reg, parity_reg} : {parity_reg, syndrome_reg};
          sb_err_o   = sb_err;
          db_err_o   = db_err;
          sb_fix_o   = sb_fix;
      end
  end
endgenerate
endmodule
module ecc_enc #(
  parameter K       = 8,  
  parameter P0_LSB  = 1,  
  parameter m = calculate_m(K),
  parameter n = m + K
)
(
  input  [K-1:0] d_i,       
  output [n  :0] q_o,       
  output [m  :1] p_o,       
  output         p0_o       
);
function integer calculate_m;
  input integer k;
  integer m;
begin
  m=1;
  while (2**m < m+k+1) m++;
  calculate_m = m;
end
endfunction  
function [n:1] store_dbits_in_codeword;
  input [K-1:0] d;
  integer bit_idx, cw_idx;
begin
    store_dbits_in_codeword = 0;
    bit_idx=0;  
    for (cw_idx=1; cw_idx<=n; cw_idx++) begin
      if (2**$clog2(cw_idx) != cw_idx) begin
        store_dbits_in_codeword[cw_idx] = d[bit_idx];
        bit_idx += 1;
      end
    end
end
endfunction  
function [m:1] calculate_p;
  input [n:1] cw;
  integer p_idx, cw_idx;
begin
    calculate_p = 0;
    for (p_idx =1; p_idx <=m; p_idx++)   
    for (cw_idx=1; cw_idx<=n; cw_idx++)  
      if (|(2**(p_idx-1) & cw_idx)) calculate_p[p_idx] = calculate_p[p_idx] ^ cw[cw_idx];
end
endfunction  
function [n:1] store_p_in_codeword;
  input [n:1] cw;
  input [m:1] p;
  integer i;
begin
    store_p_in_codeword = cw;
    for (i=1; i<=m; i=i+1)
      store_p_in_codeword[2**(i-1)] = p[i];
end
endfunction  
logic [n:1] cw_w_dbits;  
logic [n:1] cw;          
assign cw_w_dbits = store_dbits_in_codeword(d_i);
assign p_o = calculate_p(cw_w_dbits);
assign cw = store_p_in_codeword(cw_w_dbits, p_o);
assign p0_o = ^cw;
assign q_o  = P0_LSB ? {cw,p0_o} : {p0_o,cw};
endmodule
module top_module(data, enc, dec);
  input  [7:0]  data;
  output [12:0] enc;
  output [7:0]  dec;
  ecc_enc encoder(
    .d_i(data),
    .q_o(enc)
  );
  ecc_dec decoder(
    .d_i(enc),
    .q_o(dec)
  );
endmodule

===== flow/run.sh =====
#!/bin/bash
# OpenROAD 26Q1-2900-gdf79404cd8, Yosys 0.63+post, stock flow scripts
make -C /OpenROAD-flow-scripts/flow DESIGN_CONFIG=/design/flow/config.mk WORK_HOME=/design/flow/orfs finish

==> impl_metrics.env <==
# physical design summary
export IMPL_max_freq_mhz=549
export IMPL_synthCells=30
export IMPL_fp_util=0.0758
export IMPL_relSlewSlack=0.879
export IMPL_worst_slack_ns=0.0775
export IMPL_warning_count=32
export IMPL_status="finished, final reports clean"
export IMPL_finalHoldViolCount=0
export IMPL_crit_arrival_ns=1.44
export IMPL_layout_drive_gt1_share=0.482
export IMPL_endpoint_kind="output pin"
export IMPL_max_cap_viol_count=0
export IMPL_drt_pre_antenna_iters=1
export IMPL_aoi_share=0
export IMPL_switching_share=0.304
export IMPL_synth_area_um2=259
export IMPL_internal_power_mw=0.147
export IMPL_max_slew_worst_pin_slew_ns=0.182
export IMPL_diodes=0
export IMPL_antenna_left=0
export IMPL_drt_total_wl_um=959
export IMPL_hp_class="input pin to output pin"
export IMPL_drc=0
export IMPL_mux_area_frac=0
export IMPL_fin_hold_ws_ns=1.18
export IMPL_core_um2=3420
export IMPL_p_leak_nw=0.268
export IMPL_cts_hold_buf=0
export IMPL_final_cell_area_um2=594
export IMPL_die_height_um=80
export IMPL_setup_viol=0
export IMPL_track_usage=0.0267
export IMPL_crit_type="input pin to output pin"
export IMPL_power_frac_seq=0
export IMPL_rsz0062_at_grt="no"
export IMPL_ys_warnings_count=2
export IMPL_hpwl_um=794
export IMPL_cp_required_ns=1.52
export IMPL_ys_sh_adder=0
export IMPL_ios=29
export IMPL_grt_max_degree=5
export IMPL_n_clock_buffer=0
export IMPL_yosys_cell_types_count=8
export IMPL_logic_family="XOR/XNOR gates"
export IMPL_grt_pass1_wl_mm=1.37
export IMPL_placedInstanceArea_um2=579
export IMPL_ir_worst_vdd_mv=0.142
export IMPL_p_comb_frac=1.000
export IMPL_cpMaxStageDelayCell="xnor3_2"
export IMPL_wl_met3_um=216
export IMPL_fin_crit_ns=1.82
export IMPL_wl_met1_um=487
export IMPL_ys_seq_share=0
export IMPL_ys_cells=30
export IMPL_syn_avg_cell_area_um2=8.63
export IMPL_drtIter0Drc=0
export IMPL_drv_slew=0
export IMPL_fin_setup_tns_ns=0
export IMPL_met2_length_um=255
export IMPL_cp_slowest_stage_delay_ns=0.44
export IMPL_ys_sh_xor=0.604
export IMPL_path_max_fanout=2
export IMPL_std_cell_rows=21
export IMPL_die_w_um=80
export IMPL_cp_cell_sequence="buf_2 -> xnor3_2 -> xnor2_2 -> buf_4 -> xnor2_2 -> buf_2"
export IMPL_syn_to_final_growth_pct=129
export IMPL_seq_area_um2=0
export IMPL_p_total_mw=0.212
export IMPL_start_kind="input pin"
export IMPL_die_area_um2=6400
export IMPL_io_buffer_count=29
export IMPL_vias=267
export IMPL_gp_congestion=0.712
export IMPL_grt_overflow=0
export IMPL_power_switching_mw=0.0643
export IMPL_place_ws_ns=-0.618
export IMPL_dr_max_layer_used="met3"
export IMPL_clkPwrFrac=0
export IMPL_antenna_found_initial=0
export IMPL_seq_cells=0
export IMPL_finalCritPeriodShare=0.959
export IMPL_ys_sh_simple=0
export IMPL_grt_pass1_vias=278
export IMPL_viasPerCell=2.62
export IMPL_routedWlPerCell_um=9.40
export IMPL_yosys_area_um2=259
export IMPL_power_density_nw_per_um2=356
==> layout make-up <==
type               instances  area [um2]
fillers                  391        2820
multi-input cells         13         184
well taps                 46        57.6
repair buffers            43         353
==> cells in the mapped netlist <==
library cell | number | area, um2
buf_4 | 9 | 67.6
clkbuf_1 | 7 | 26.3
xnor2_1 | 6 | 52.6
xor2_1 | 3 | 26.3
xnor3_1 | 2 | 45.0
dlygate4sd1_1 | 1 | 8.76
xnor2_2 | 1 | 16.3
xor2_2 | 1 | 16.3
==> final timing paths <==
path,from,slack [ns],cells past startpoint,end
max,data[4],0.08,6,enc[0]
min,data[0],1.18,3,enc[2]
==> cell families (layout without fill, tap and decap cells) <==
kind of cell           after synthesis  count (layout)
buffers and inverters               17              43
XOR/XNOR                            13              13
==> layer usage <==
layer / GRT usage / vias up
met1: 0.0420 / 112
met3: 0.0170 / 0
li1: - / 129
met4: 0 / 0
met5: 0 / -
met2: 0.0297 / 26
==> placed cells by master, fill, tap and decap left out <==
master / Yosys / routed
xor2_1: 3 / 2
xor2_4: 0 / 1
buf_4: 9 / 13
xnor3_1: 2 / 1
dlygate4sd2_1: 0 / 5
xnor3_2: 0 / 1
xor2_2: 1 / 1
clkdlybuf4s50_1: 0 / 16
clkbuf_2: 0 / 2
buf_6: 0 / 1
xnor2_1: 6 / 5
buf_2: 0 / 6
xnor2_2: 1 / 2
==> repair_timing <==
item,in CTS,in global routing
buffers inserted,4,0
endpoints found under the setup margin,9,1
resized,35,4
pin swaps,7,0
==> power by group through the flow <==
stage	clock (mW)	sequential, mW	combinational (mW)
final	0	0	0.212
after global routing	0	0	0.232
after CTS	0	0	0.217
==> worst max-delay path, delay by kind of cell <==
family	cells	cell delay [ns]
buf+inv	3	0.34
xor+xnor	3	0.73
==> stage by stage <==
step                      utilization  std cells
after global routing            0.174        102
final                           0.174        102
after CTS                       0.176        102
after detailed placement        0.170         98
after floorplan                     -         30
after global placement          0.170         98
Power is estimated from default activity; no workload was simulated.
