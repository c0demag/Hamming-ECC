==> flow/design.v <==
module altecc_dec (
    d_i,               
    q_o,               
    syndrome_o,        
    sb_err_o,          
    db_err_o,          
    sb_fix_o           
);
parameter K       = 8;  
parameter LATENCY = 0;  
localparam m = calculate_m(K);
localparam n = m + K;
input  [n  :0] d_i;
output [K-1:0] q_o;
output [m  :0] syndrome_o;
output         sb_err_o;
output         db_err_o;
output         sb_fix_o;
function integer calculate_m;
  input integer k;
  integer m;
begin
  m=1;
  while (2**m < m+k+1) m=m+1;
  calculate_m = m;
end
endfunction  
function [n:1] gen_codeword;
  input [K-1:0] ibv;
  input [m  :1] pbv;
  integer i,j;
begin
    gen_codeword = 0;
    j=0;  
    for (i=1; i<= n; i=i+1)
    begin
        if (2**$clog2(i-1) != i)
        begin
            gen_codeword[i] = ibv[j];
            j = j+1;
        end
    end  
    for (i=1; i<=m; i=i+1)
      gen_codeword[2**(i-1)] = pbv[i];
end
endfunction  
wire [K-1:0] ibv;
wire [m-1:0] pbv;
wire         p0;
wire [n  :0] cw;
assign ibv = d_i[0 +: K];
assign pbv = d_i[K +: m];
assign p0  = d_i[n];
assign cw  = {p0, gen_codeword(ibv, pbv)};
ecc_dec #(K,LATENCY,0) ecc_dec_inst (
  .rst_ni     ( 1'b0       ),
  .clk_i      ( 1'b0       ),
  .clkena_i   ( 1'b0       ),
  .d_i        ( cw         ),
  .q_o        ( q_o        ),
  .syndrome_o ( syndrome_o ),
  .sb_err_o   ( sb_err_o   ),
  .db_err_o   ( db_err_o   ),
  .sb_fix_o   ( sb_fix_o   )
);
endmodule
module ecc_dec #(
  parameter K       = 8,  
  parameter LATENCY = 0,  
  parameter P0_LSB  = 1,  
  parameter m = calculate_m(K),
  parameter n = m + K
)
(
  input              rst_ni,      
  input              clk_i,       
  input              clkena_i,    
  input      [n  :0] d_i,         
  output reg [K-1:0] q_o,         
  output reg [m  :0] syndrome_o,  
  output reg         sb_err_o,    
  output reg         db_err_o,    
  output reg         sb_fix_o     
);
function integer calculate_m;
  input integer k;
  integer m;
begin
  m=1;
  while (2**m < m+k+1) m++;
  calculate_m = m;
end
endfunction  
function [m:1] calculate_syndrome;
  input [n:0] cw;
  integer p_idx, cw_idx;
begin
    calculate_syndrome = 0;
    for (p_idx =1; p_idx <=m; p_idx++)   
    for (cw_idx=1; cw_idx<=n; cw_idx++)  
      if (|(2**(p_idx-1) & cw_idx)) calculate_syndrome[p_idx] = calculate_syndrome[p_idx] ^ cw[cw_idx];
end
endfunction  
function [n:0] correct_codeword;
  input [n:0] cw;
  input [m:1] syndrome;
begin
    correct_codeword = cw;
    correct_codeword[syndrome] = ~correct_codeword[syndrome];
end
endfunction  
function [K-1:0] extract_q;
  input [n:0] cw;
  integer bit_idx, cw_idx;
begin
    bit_idx=0;  
    for (cw_idx=1; cw_idx<=n; cw_idx++) begin  
      if (2**$clog2(cw_idx) != cw_idx) begin
        extract_q[bit_idx] = cw[cw_idx];
        bit_idx += 1;
      end
    end
end
endfunction  
function information_error;
  input [m:1] syndrome;
  integer i;
  reg   [n:0] tmp;
begin
    tmp = 0;
    for (i=1; i<n; i++)
    begin
       if ( (i == syndrome) && (i != 2**$clog2(i-1)) ) tmp[i] = 1'b1;
    end
    information_error = |tmp;
end
endfunction  
wire          parity;       
logic         parity_reg;
wire  [m  :1] syndrome;     
logic [m  :1] syndrome_reg;
wire  [n  :0] cw_fixed;     
wire  [n  :0] d;
logic [n  :0] d_reg;
wire  [K-1:0] q;
wire          sb_err;
wire          db_err;
wire          sb_fix;
assign d = P0_LSB ? d_i : {d_i[n-1:0],d_i[n]};
assign parity = ^d;
assign syndrome = calculate_syndrome(d);
generate
  if (LATENCY > 1)
  begin
      always @(posedge clk_i or negedge rst_ni)
        if (!rst_ni)
        begin
            d_reg        <= {n+1{1'b0}};
            parity_reg   <= 1'b0;
            syndrome_reg <= {m{1'b0}};
        end
        else if (clkena_i)
        begin
            d_reg        <= d;
            parity_reg   <= parity;
            syndrome_reg <= syndrome;
        end
  end
  else
  begin
      assign d_reg        = d;
      assign parity_reg   = parity;
      assign syndrome_reg = syndrome;
  end
endgenerate
assign cw_fixed = correct_codeword(d_reg, syndrome_reg); 
assign q = extract_q(cw_fixed);
assign sb_err =  parity_reg & |syndrome_reg;
assign db_err = ~parity_reg & |syndrome_reg;
assign sb_fix =  parity_reg & |information_error(syndrome_reg);
generate
  if (LATENCY > 0)  
  begin  
      always @(posedge clk_i or negedge rst_ni)
        if (!rst_ni)
        begin
            q_o        <= {K{1'b0}};
            syndrome_o <= {m+1{1'b0}};
            sb_err_o   <= 1'b0;
            db_err_o   <= 1'b0;
            sb_fix_o   <= 1'b0;
        end
        else if (clkena_i)
        begin
            q_o        <= q;
            syndrome_o <= P0_LSB ? {syndrome_reg, parity_reg} : {parity_reg, syndrome_reg};
            sb_err_o   <= sb_err;
            db_err_o   <= db_err;
            sb_fix_o   <= sb_fix;
        end
  end
  else
  begin  
      always_comb
      begin
          q_o        = q;
          syndrome_o = P0_LSB ? {syndrome_reg, parity_reg} : {parity_reg, syndrome_reg};
          sb_err_o   = sb_err;
          db_err_o   = db_err;
          sb_fix_o   = sb_fix;
      end
  end
endgenerate
endmodule
==> flow/run.sh <==
#!/bin/bash
# OpenROAD 26Q1-2900-gdf79404cd8, Yosys 0.63+post, stock flow scripts
make -C /OpenROAD-flow-scripts/flow DESIGN_CONFIG=/design/flow/config.mk WORK_HOME=/design/flow/orfs finish
==> flow/config.mk <==
export PLATFORM = sky130hd
export DESIGN_NAME = altecc_dec
export DESIGN_NICKNAME = altecc_dec
export VERILOG_FILES = /design/flow/design.v
export SDC_FILE = /design/flow/constraint.sdc
export NUM_CORES = 4
export LEC_CHECK = 1
export CORE_AREA = 10 10 70 70
export DIE_AREA = 0 0 80 80
==> flow/constraint.sdc <==
current_design altecc_dec

set clk_period 1.8
set clk_io_pct 0.2

create_clock -name clk0 -period $clk_period

set non_clock_inputs [all_inputs -no_clocks]
set_input_delay [expr $clk_period * $clk_io_pct] -clock clk0 $non_clock_inputs
set_output_delay [expr $clk_period * $clk_io_pct] -clock clk0 [all_outputs]
==> flow_metrics.tcl <==
# implementation run metrics
set metrics [dict create \
    routed_wirelength_mm 1.06 \
    holdPathStages 3 \
    n_antenna_cell 0 \
    crit_fanout 4 \
    crit_path_cell_trace "buf_6 -> xnor3_2 -> and2_4 -> or2_4 -> buf_6 -> ha_4 -> o32ai_2 -> buf_2" \
    critical_path_startpoint_category "primary input" \
    avgSynthCellArea_um2 9.40 \
    stage_log_warnings 44 \
    port_buffers 18 \
    design.core.area_mm2 0.00342 \
    cp.arrival_ns 1.97 \
    synthSimpleGateAreaFrac 0.0766 \
    mux_share 0.0645 \
    finalMaxSlewViolations 0 \
    io_pins 29 \
    final_cell_count_no_fill 112 \
    final_tally_of_setup_violations 6 \
    layout.clock_buffers 0 \
    die_area_mm2 0.00640 \
    synth.yosys.seq_area_share 0 \
    start_point_of_the_worst_min_delay_path "d_i[7]" \
    max_freq_mhz 429 \
    power_leakage_nw 0.360 \
    drv_cap 0 \
    synthToLayoutAreaGrowth_pct 140 \
    grt_max_degree 5 \
    failing_checks "setup timing" \
    timing.setup.critical_path_class "in2out" \
    cts_hold_buffers_added 0 \
    synth-xor-area-share 0.254 \
    die_w_um 80 \
    dp_slack_ns -1.26 \
    post_route_cells_drive_above_1_share 0.758 \
    yosys.stat.chipArea_um2 310 \
    ys_cells 33 \
    vias_per_cell 2.74 \
    overflow 0 \
    timing.critical_path.slowest_cell_delay_ns 0.45 \
    hold_viol_final 0 \
    setup-tns-final_ns -2.32 \
    ff_count 0 \
    synth_cells 33 \
    dp_hpwl_um 813 \
    first_pass_grt_wire_length_mm 1.55 \
    worst_hold_path_type "in2out" \
    critical_path_required_ns 1.44 \
    core.rowCount 21 \
    groute.usage.overall 0.0300 \
    post-route-drc-count 0 \
    yosys.area_share.aoi 0.149 \
    drt-initial-drc-count 3 \
    synth_cell_type_count 17 \
    cp_common_cell "sky130_fd_sc_hd__buf_6" \
    ir_drop_mv 0.237 \
    netlist_logic_family_top "XOR/XNOR gates" \
    postLayoutSetupSlackWorst_ns -0.529 \
    timing.critical_path.to_type "primary output" \
    drt_pass1_iterations 2 \
    status "finished, violations left" \
    power-per-cell-area_mw_per_mm2 624 \
    first_global_vias 321 \
    final.fill_count 373 \
    holdPathEnd "q_o[6]" \
    final.period_utilization 1.29 \
    floorplan.core_util 0.0908 \
    syn_area_um2 310 \
    numPlacedInstances 97 \
    initial_antenna_violation_count 0 \
    route.antenna.remaining_nets 0 \
    die-height_um 80 \
    worst_path_max_delay_cell "sky130_fd_sc_hd__xnor3_2" \
    period_needed_ns 2.33 \
    globalplace.congestion 0.756 \
    rsz0062_at_grt "yes" \
    num_vias 307 \
    fa_ha_area_frac 0.202 \
    seq_area_um2 0 \
    yosys_warnings 2 \
    detail_route.wl_per_cell_um 9.44 \
]
## critical path: cells and delay by family
kind	cells	cell delay, ns
AND/OR/NAND/NOR	2	0.46
XOR/XNOR	1	0.45
buffers and inverters	3	0.32
adder cells (fa/ha/maj)	1	0.20
AND-OR/OR-AND	1	0.19
## synthesized netlist by cell type
cell type	n	area, um^2
sky130_fd_sc_hd__and2_4	1	8.76
sky130_fd_sc_hd__xnor3_2	1	23.8
sky130_fd_sc_hd__inv_1	2	7.51
sky130_fd_sc_hd__xor2_1	1	8.76
sky130_fd_sc_hd__buf_4	7	52.6
sky130_fd_sc_hd__nor2_2	1	6.26
sky130_fd_sc_hd__o32ai_2	1	16.3
sky130_fd_sc_hd__ha_1	5	62.6
sky130_fd_sc_hd__inv_2	1	3.75
sky130_fd_sc_hd__or2_4	1	8.76
sky130_fd_sc_hd__a21boi_0	3	22.5
sky130_fd_sc_hd__clkbuf_1	3	11.3
sky130_fd_sc_hd__xor3_1	1	23.8
sky130_fd_sc_hd__a22oi_1	1	7.51
sky130_fd_sc_hd__xnor3_1	1	22.5
sky130_fd_sc_hd__mux2i_1	2	20.0
sky130_fd_sc_hd__conb_1	1	3.75
## timing repair
action                     CTS  global route
buffers inserted            13             2
setup endpoints to repair    6             6
pin swaps                   12             6
hold endpoints to repair     0             0
resized                     71             8
## cells by family (layout without fill, tap and decap cells)
group | count (synthesis) | in the layout
other cells | 1 | 7
xor+xnor | 4 | 4
mux | 2 | 2
buf+inv | 13 | 40
compound gates | 5 | 5
fa+ha+maj | 5 | 5
simple gates | 3 | 3
## layout make-up
type	count	area [um^2]	area share
Timing Repair Buffer	37	329	0.441
Multi-Input combinational cell	26	345	0.463
Tap cell	46	57.6	0.0772
Inverter	3	13.8	0.0185
## worst max-delay path by stage
stage	slack, ns	depth (start not counted)	to	start
4_1_cts	-0.57	8	q_o[0]	d_i[8]
5_1_grt	-0.59	8	q_o[0]	d_i[7]
6_report	-0.53	8	q_o[0]	d_i[7]
## cell usage in the layout, fill, tap and decap left out
master | synthesis | routed
sky130_fd_sc_hd__inv_4 | 0 | 1
sky130_fd_sc_hd__inv_1 | 2 | 1
sky130_fd_sc_hd__buf_6 | 0 | 14
sky130_fd_sc_hd__a22oi_1 | 1 | 1
sky130_fd_sc_hd__xnor3_2 | 1 | 2
sky130_fd_sc_hd__xor3_2 | 0 | 1
sky130_fd_sc_hd__dlygate4sd2_1 | 0 | 1
sky130_fd_sc_hd__clkbuf_2 | 0 | 2
sky130_fd_sc_hd__a21boi_2 | 0 | 3
sky130_fd_sc_hd__buf_4 | 7 | 9
sky130_fd_sc_hd__conb_1 | 1 | 7
sky130_fd_sc_hd__nor2_4 | 0 | 1
sky130_fd_sc_hd__or2_4 | 1 | 1
sky130_fd_sc_hd__buf_2 | 0 | 7
sky130_fd_sc_hd__o32ai_2 | 1 | 1
sky130_fd_sc_hd__ha_4 | 0 | 4
sky130_fd_sc_hd__and2_4 | 1 | 1
sky130_fd_sc_hd__clkdlybuf4s50_1 | 0 | 3
sky130_fd_sc_hd__ha_1 | 5 | 1
sky130_fd_sc_hd__inv_2 | 1 | 1
sky130_fd_sc_hd__buf_12 | 0 | 1
sky130_fd_sc_hd__xor2_4 | 0 | 1
sky130_fd_sc_hd__mux2i_1 | 2 | 2
## power by group
group,internal [W],switching (W),total (W),leakage (nW)
combinational,0.000297,0.000168,0.000465,0.360
clock,0,0,0,0
sequential,0,0,0,0
## through the flow
step / util / hold WS, ns / power, W / instance area, um^2
2_1_floorplan: - / 0.761 / 0.000145 / 365
3_3_place_gp: 0.170 / 1.58 / 0.000287 / 582
3_5_place_dp: 0.170 / 1.58 / 0.000288 / 582
4_1_cts: 0.214 / 1.05 / 0.000447 / 732
5_1_grt: 0.218 / 1.04 / 0.000500 / 746
6_report: 0.218 / 1.02 / 0.000465 / 746
## per-layer routing
| metal | track usage | share of wire | up-vias | wire length (um) |
|---|---|---|---|---|
| met4 | 0 | 0 | 0 | 0 |
| met5 | 0 | 0 | - | 0 |
| met1 | 0.0482 | 0.56 | 131 | 592 |
| li1 | - | - | 159 | - |
| met2 | 0.0425 | 0.39 | 17 | 411 |
| met3 | 0.00455 | 0.050 | 0 | 53 |
Power is estimated from default activity; no workload was simulated.
